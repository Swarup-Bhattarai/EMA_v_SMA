**./design.v**
```verilog
module seg7_multiplex (
    input clk,
    input rst,
    input [3:0] digit5, digit4, digit3, digit2, digit1, digit0,  
    output reg [6:0] seg,      
    output reg [5:0] digit_en  
);
    reg [2:0] index = 0;  
    reg [16:0] div_counter = 0;  
    wire tick = (div_counter == 0);
    always @(posedge clk or posedge rst) begin
        if (rst) begin
            div_counter <= 0;
        end else begin
            div_counter <= div_counter + 1;
        end
    end
    always @(posedge clk or posedge rst) begin
        if (rst)
            index <= 0;
        else if (tick)
            index <= index + 1;
    end
    wire [3:0] current_digit;
    assign current_digit =
        (index == 0) ? digit0 :
        (index == 1) ? digit1 :
        (index == 2) ? digit2 :
        (index == 3) ? digit3 :
        (index == 4) ? digit4 :
                       digit5;
    always @(*) begin
        case (current_digit)
            4'h0: seg = 7'b1000000;
            4'h1: seg = 7'b1111001;
            4'h2: seg = 7'b0100100;
            4'h3: seg = 7'b0110000;
            4'h4: seg = 7'b0011001;
            4'h5: seg = 7'b0010010;
            4'h6: seg = 7'b0000010;
            4'h7: seg = 7'b1111000;
            4'h8: seg = 7'b0000000;
            4'h9: seg = 7'b0010000;
            default: seg = 7'b1111111;
        endcase
    end
    always @(*) begin
        digit_en = 6'b111111;
        digit_en[index] = 1'b0;
    end
endmodule
```
**./run.sh**
```bash
#!/bin/bash
# OpenROAD 26Q1-2900-gdf79404cd8, Yosys 0.63+post, stock flow scripts
make -C /OpenROAD-flow-scripts/flow DESIGN_CONFIG=/design/flow/config.mk WORK_HOME=/design/flow/orfs finish
```
**./config.mk**
```make
export PLATFORM = sky130hd
export DESIGN_NAME = seg7_multiplex
export DESIGN_NICKNAME = seg7_multiplex
export VERILOG_FILES = /design/flow/design.v
export SDC_FILE = /design/flow/constraint.sdc
export NUM_CORES = 4
export LEC_CHECK = 1
export CORE_UTILIZATION = 30
```
**./constraint.sdc**
```tcl
current_design seg7_multiplex

set clk_period 5.1
set clk_io_pct 0.2

create_clock -name clk0 -period $clk_period [get_ports {clk}]

set non_clock_inputs [all_inputs -no_clocks]
set_input_delay [expr $clk_period * $clk_io_pct] -clock clk0 $non_clock_inputs
set_output_delay [expr $clk_period * $clk_io_pct] -clock clk0 [all_outputs]
```
==> flow_summary.yaml <==
# physical design summary
critical_path:
  start_kind: "primary input"
  path_max_fanout: 5
  critPathKind: "in2out"
  required_ns: 4.08
  cp.arrival_ns: 3.27
  end_kind: "output pin"
cts:
  ctsHtreeMaxLevel: 1
  cts_tree: "done"
  ctsResizeCount: 0
  cts_made_buffers: 3
  clock_sinks: 20
  cts_max_path_buffers: 2
  clock.latency.late_pin_ns: 0.25
  holdBufCountCts: 0
  cts_setup_buffers: 0
  root_buffer: "clkbuf_8"
  clk_pin_slew_ns: 0.07
floorplanning:
  rows: 25
  dieArea_um2: 5450
  dieHeight_um: 73.9
  fp_util: 0.319
  fp.dieW_um: 73.9
  ios: 39
  fp.coreArea_um2: 4850
synthesis:
  netlist_instances: 154
  edf_count: 0
  synth-area-yosys_um2: 1550
  synthTopCellsByArea: "dfrtp_1 32%, ha_1 11%, xnor2_1 7.9%, nor3_2 3.2%, nand3_1 2.6%"
  netlist_area_um2: 1550
  netlist.area_leader.share: 0.323
  synthAdderAreaFrac: 0.113
  yosys_warnings: 1
  syn_avg_cell_area_um2: 10.1
  ys_seq_frac: 0.323
  async_reset_ff_frac: 1.00
  largest_area_cell: "dfrtp_1"
  yosysUniqueCellTypes: 44
  ys_sh_mux: 0.0525
  numSynthFlops: 20
  top_logic_kind: "simple AND/OR/NAND/NOR gates"
  simple_gate_area_frac: 0.229
  synthFlopType: "dfrtp_1"
  synth-xor-area-share: 0.0961
  yosysCellCount: 154
  ys_sh_aoi: 0.138
timing:
  fin_setup_tns_ns: 0
  timing.fmax_mhz: 233
  setup_viol: 0
  fin_crit_sh: 0.841
  rsz0062_at_grt: "no"
  tightest_slew_ns: 0.742
  slew_headroom: 0.505
  fin_crit_ns: 4.29
  skew_ns: 0.00324
  hold_viol_final: 0
  maxSlewViolCount: 0
power_and_ir_drop:
  p_per_area_nw_per_um2: 165
  p_leak_uw: 0.000832
  ir_drop_uv: 137
detailed_routing:
  num_antenna_cells: 0
  wire_per_inst_um: 10.9
  drt-initial-drc-count: 21
  first_pass_iters: 4
  drc: 0
  vias_per_cell: 4.48
  wirelength_um: 2850
  vias: 1166
  ant_nets: 0
layout:
  layout.cells.non_filler: 260
  mostFrequentLayoutCells: "38 x clkdlybuf4s50_1, 20 x dfrtp_1, 14 x xnor2_1, 14 x ha_1"
  drive_above_1_share: 0.140
  layout_top_cell: "clkdlybuf4s50_1"
  area_growth_pct: 31.6
  logic_area_um2: 973
  fill_cells: 476
  design_area_um2: 2040
  seq_area_um2: 500
place:
  routabilityCongestion: 0.833
  place_area_um2: 1980
  port_buffers: 38
  numPlacedInstances: 256
  hpwl_um: 2220
flow_run:
  max_cap_viol_count: 0
  tool_warnings: 34
global_routing:
  antenna_found_initial: 0
  grt_overflow: 0
  grt_pass1_vias: 1118
  grt_max_degree: 21
  grt_pass1_wl_um: 4920
  track_usage: 0.115
outcome:
  status: "finished, final reports clean"
hold_path:
  hold_class: "reg2reg"
-- cell families after synthesis --
| group | after synthesis |
|---|---|
| compound gates | 22 |
| xor+xnor | 17 |
| fa+ha+maj | 14 |
| buf+inv | 15 |
| flops | 20 |
| mux | 7 |
| simple gates | 59 |
-- flip-flops by register name, indices dropped and copies added (netlist names) --
signal,flops
index,3
div_counter,17
-- critical path: stages --
cell and delay (ns):
clkdlybuf4s50_1 0.45, mux2i_1 0.07, a211oi_1 0.30, o221ai_1 0.29, ha_1 0.30, mux2_4 0.26
a22oi_2 0.11, clkdlybuf4s50_1 0.47
-- synth_stat cells (2+ instances only) --
cell       n
dfrtp_1   20
ha_1      14
xnor2_1   14
inv_1     10
nand2_1   10
nor2_1     9
nand3_1    8
a21oi_1    6
nor3_1     5
nor3_2     5
nor2b_1    4
o21ai_0    4
a211oi_2   3
mux2i_1    3
nand4_1    3
nor4_1     3
xor2_1     3
buf_6      2
inv_2      2
or4_1      2
-- layout make-up --
class | count | share of cell area
Multi-Input combinational cell | 119 | 0.478
Inverter | 12 | 0.0221
Sequential cell | 20 | 0.246
Timing Repair Buffer | 38 | 0.187
Clock buffer | 4 | 0.0270
Tap cell | 67 | 0.0411
-- power by group --
group / internal [uW] / switching, uW / total (uW)
Combinational: 38.8 / 20.9 / 59.8
Sequential: 159 / 0 / 159
Clock: 68.6 / 49.2 / 118
Total: 266 / 70.1 / 336
-- path summary, 6_finish.rpt --
path	from	to	slack (ns)	cells past startpoint
setup / recovery	digit4[0]	seg[4]	0.81	8
hold / removal	div_counter[16]	div_counter[16]	0.48	1
setup reg to reg	div_counter[0]	index[1]	3.50	5
hold reg to reg	div_counter[16]	div_counter[16]	0.48	1
max in group asynchronous	rst	index[2]	3.44	2
min in group asynchronous	rst	div_counter[5]	1.19	2
-- per-layer routing --
metal	global-route usage	up-vias	share of wire
met5	0	-	0
met4	0.0171	0	0.0074
met3	0.0139	2	0.057
met2	0.176	29	0.40
met1	0.183	509	0.53
li1	-	626	-
-- per-stage QoR --
step | hold slack, ns | power, uW | setup WS (ns) | utilization
after floorplan | 0.446 | 189 | 1.80 | -
after global placement | 0.471 | 222 | 0.798 | 0.409
after detailed placement | 0.480 | 222 | 0.776 | 0.409
after CTS | 0.489 | 341 | 0.777 | 0.420
after global routing | 0.507 | 352 | 0.616 | 0.420
final | 0.484 | 336 | 0.811 | 0.420
Power is estimated from default activity; no workload was simulated.
