==> design/flow/design.v <==
module uart_rx (
    input clk,
    input rx,
    output reg [7:0] data_out,
    output reg data_valid
);
    parameter CLK_FREQ = 50000000;   
    parameter BAUD_RATE = 9600;
    localparam CLKS_PER_BIT = CLK_FREQ / BAUD_RATE;
    reg [15:0] clk_count = 0;
    reg [3:0] bit_index = 0;
    reg [7:0] rx_shift = 0;
    reg rx_reg = 1;
    reg rx_sync = 1;
    reg receiving = 0;
    always @(posedge clk) begin
        rx_reg <= rx;
        rx_sync <= rx_reg;
        data_valid <= 0;
        if (!receiving && rx_sync == 0) begin
            receiving <= 1;
            clk_count <= CLKS_PER_BIT / 2;   
            bit_index <= 0;
        end else if (receiving) begin
            if (clk_count == CLKS_PER_BIT - 1) begin
                clk_count <= 0;
                if (bit_index < 8) begin
                    rx_shift[bit_index] <= rx_sync;
                    bit_index <= bit_index + 1;
                end else begin
                    receiving <= 0;
                    data_out <= rx_shift;
                    data_valid <= 1;
                end
            end else begin
                clk_count <= clk_count + 1;
            end
        end
    end
endmodule
==> design/flow/run.sh <==
#!/bin/bash
# OpenROAD 26Q1-2900-gdf79404cd8, Yosys 0.63+post, stock flow scripts
make -C /OpenROAD-flow-scripts/flow DESIGN_CONFIG=/design/flow/config.mk WORK_HOME=/design/flow/orfs finish
==> design/flow/config.mk <==
export PLATFORM = sky130hd
export DESIGN_NAME = uart_rx
export DESIGN_NICKNAME = uart_rx
export VERILOG_FILES = /design/flow/design.v
export SDC_FILE = /design/flow/constraint.sdc
export NUM_CORES = 4
export LEC_CHECK = 1
export CORE_AREA = 10 10 106 106
export DIE_AREA = 0 0 116 116
==> design/flow/constraint.sdc <==
current_design uart_rx

set clk_period 3.3
set clk_io_pct 0.2

create_clock -name clk0 -period $clk_period [get_ports {clk}]

set non_clock_inputs [all_inputs -no_clocks]
set_input_delay [expr $clk_period * $clk_io_pct] -clock clk0 $non_clock_inputs
set_output_delay [expr $clk_period * $clk_io_pct] -clock clk0 [all_outputs]
==> run summary <==
Status - finished, final reports clean
Asr flop ratio synth - 0
Total Wirelength - 3550 microns
Port Buffer Count - 10
Critical Path Source - clk_count[1]
TritonCTS clock tree - yes
Vias in the first global route - 1,276
Flop2flop setup slack - 0.84 ns
Num CTS Buffers - 5
Clock-pin slew on the worst setup and hold paths - 0.07 ns
Max IR drop VDD - 288 uV
Antenna-violating nets left - 0
Fin area - 2200 sq um
Via count - 1,326
# hold bufs at CTS - 0
Fin. max-slew vios - 0
Placed Area - 2120 sq um
Overflow after GRT - 0
Top reg by flops - clk_count
Drc violations - 0
PnR Total Power - 1.21 mW
Total track usage - 0.0549
Seq share, synth - 0.495
Setup TNS - 0 ns
Full die area - 13,500 sq um
Cell Type Count - 47
Post-route minimum period - 2.46 ns
Leak - 0.785 nW
Mapped Cells - 184
Pre-antenna DRT Iters - 4
Post-CTS Repair Setup Buffers - 0
Synth warn - 1
Biggest regs - clk_count x16, data_out x8, rx_shift x8
Yosys Instances - 184
Crit path max fanout - 9
Syn avg cell area - 10.6 sq um
Clk_skew - 0.0101 ns
Pre-CTS setup slack - 0.829 ns
Number of diodes - 0
Syn-to-layout area delta - 13.4%
Placer Congestion - 0.803
Reg2reg start - clk_count[1]
Cell area leaders - dfxtp_1, edfxtp_1, ha_1
Mapped cell area - 1940 sq um
Share of cells above drive strength 1 - 0.109
RSZ-0062 raised after global routing - no
CTS max path bufs - 2
Die Height - 116 microns
Setup CP Type - register to register
Pwr/cell area - 551 nW/um^2
Slew margin rel. - 0.556
Worst reg2reg path endpoint - rx_shift[5]
Max incr delay on CP - 0.56 ns
Synth top area share - 0.247
Worst reg-to-reg path cell count - 5
Initial antenna violation count - 0
Worst Path Required - 3.22 ns
YS chip area - 1940 sq um
First-pass GRT wire length - 6090 microns
Max FFs per register - 16
Clock sinks - 40
Max Freq - 0.406 GHz
Final cell count without fillers - 301
Number of enable flip-flop cells - 16
DIE WIDTH - 116 microns
FP Util - 0.220
Critical Path AT - 2.38 ns
Slowest cell on the critical path - nor4_4
Resized cells post-CTS - 0
Count of final setup violators - 0
H-Tree Depth - 2
DP HPWL - 2440 microns
Tool warning count - 29
CP Cell Sequence - ha_1 -> nand4b_1 -> nor4_4 -> nand2_1 -> nor2_1
CP endpoint kind - register
Cell type with the largest total area after synthesis - dfxtp_1
Clk ins delay skew pair - 0.29 ns
Worst-Margin Slew - 0.658 ns
Critical Path Start Type - register
Critical path destination - rx_shift[5]
Maxcap violations - 0
Post-synth regs - 40
Post-Place Cells - 293
Drt wl/cell - 11.8 microns
Tightest Hold Check Type - register to register
Setup ws final - 0.838 ns
Site Rows - 34
Fin crit share - 0.746
DR iter-0 viols - 56
Final Hold Fails - 0
Core Area - 8850 sq um
Main synth FF type - dfxtp_1
Largest net degree at the start of global routing - 27
DR vias/cell - 4.41
CTS root buffer - clkbuf_8
I/O pin count - 11
==> critical path, delay by kind of cell, from the launching register on <==
kind | cells | cell delay, ns
DFF | 1 | 0.38
and+or+nand+nor | 4 | 1.43
adders and majority gates | 1 | 0.28
==> cells in the mapped netlist, types with 3 or more instances <==
cell and count:
a21boi_0 3, a21oi_1 6, clkbuf_1 6, dfxtp_1 24
edfxtp_1 16, ha_1 6, inv_1 3, mux2i_1 4
nand2_1 20, nand3_1 7, nand4_1 5, nor2_1 15
nor3_1 6, o21ai_0 4, o2bb2ai_1 6, xnor2_1 8
xor2_1 3
==> cells by family after synthesis <==
group                      Yosys count  share of synthesized area
buffers and inverters               13                     0.0386
muxes                                6                     0.0322
and+or+nand+nor                     76                      0.230
AOI/OAI and AO/OA                   32                      0.117
xor gates and xnor gates            11                     0.0496
adders and majority gates            6                     0.0386
DFF                                 40                      0.495
==> worst min path at each step <==
stage / from / to / slack [ns] / cells after the start
finish: rx_reg / rx_sync / 0.33 / 0
global route: rx_reg / rx_sync / 0.34 / 0
CTS: rx_reg / rx_sync / 0.33 / 0
==> metrics by stage <==
stage                     utilization  hold WS (ns)
after floorplan                     -         0.310
after global placement          0.240         0.315
after detailed placement        0.240         0.316
after CTS                       0.249         0.333
after global routing            0.249         0.337
final                           0.249         0.330
==> report_power, final <==
part | total [mW] | internal, mW | switching, mW | leakage (nW)
clock | 0.303 | 0.148 | 0.154 | 0.0422
combinational | 0.228 | 0.112 | 0.116 | 0.404
sequential | 0.683 | 0.584 | 0.0999 | 0.339
==> final cells by class <==
| type | count | area [sq um] |
|---|---|---|
| fillers | 949 | 6650 |
| flip-flops and latches | 40 | 961 |
| multi-input cells | 131 | 907 |
| well taps | 108 | 135 |
| repair buffers | 11 | 108 |
| clock buffers | 7 | 76.3 |
| inverters | 3 | 11.3 |
| clock inverters | 1 | 5.00 |
==> cell usage in the layout, fill, tap and decap left out, types with 2 or more instances in the layout <==
cell             Yosys  routed
a21boi_0             3       3
a21o_1               2       2
a21oi_1              6       6
and3_1               2       2
and3_2               2       2
and4_1               2       2
clkbuf_1             6       2
clkbuf_8             1       5
clkdlybuf4s50_1      0      10
dfxtp_1             24      24
edfxtp_1            16      16
ha_1                 6       6
inv_1                3       3
mux2_2               2       2
mux2i_1              4       4
nand2_1             20      20
nand3_1              7       7
nand3b_1             2       2
nand4_1              5       5
nor2_1              15      15
nor3_1               6       6
nor4_4               2       2
o21ai_0              4       4
o22ai_1              2       2
o2bb2ai_1            6       6
o41ai_1              2       2
or3b_2               2       2
or4b_4               2       2
xnor2_1              8       8
xor2_1               3       3
==> metal layers <==
metal	track usage	wire length [microns]	vias to the layer above
met5	0	0	-
met4	0.00584	17	0
met3	0.0194	155	2
met2	0.0887	1540	19
met1	0.0722	1830	610
li1	-	-	695
Power figures rest on the tool's default switching activity, not on a simulated workload.
